==> design/flow/design.v <==
module MTran_Lab3_Verilog_ParkIndicator(
	input wire [5:0] SW,
	output reg [1:0] LED,
	output reg [6:0] HEX
);
	reg [6:0] LED_code[15:0];
	integer i = 0;
	integer free_slot = 0;
	initial begin
	LED_code[0]  = 7'h40;  
	LED_code[1]  = 7'h79;  
	LED_code[2]  = 7'h24;  
	LED_code[3]  = 7'h30;  
	LED_code[4]  = 7'h19;  
	LED_code[5]  = 7'h12;  
	LED_code[6]  = 7'h02;  
	LED_code[7]  = 7'h78;  
	LED_code[8]  = 7'h00;  
	LED_code[9]  = 7'h10;  
	LED_code[10] = 7'h08;  
	LED_code[11] = 7'h03;  
	LED_code[12] = 7'h46;  
	LED_code[13] = 7'h21;  
	LED_code[14] = 7'h06;  
	LED_code[15] = 7'h0E;  
	end
	always @(*) 
	begin
	free_slot = 0;
	for (i = 0; i < 6; i = i + 1)
	begin
		if (SW[i] == 0) 
		begin
			free_slot = free_slot + 1;
		end
	end 
	HEX = LED_code[free_slot];
   case (SW)
		6'b111111: LED = 2'b10;
		default:   LED = 2'b01;
	endcase
	end
endmodule
==> design/flow/constraint.sdc <==
current_design MTran_Lab3_Verilog_ParkIndicator

set clk_period 5.3
set clk_io_pct 0.2

create_clock -name clk0 -period $clk_period

set non_clock_inputs [all_inputs -no_clocks]
set_input_delay [expr $clk_period * $clk_io_pct] -clock clk0 $non_clock_inputs
set_output_delay [expr $clk_period * $clk_io_pct] -clock clk0 [all_outputs]
==> design/flow/config.mk <==
export PLATFORM = sky130hd
export DESIGN_NAME = MTran_Lab3_Verilog_ParkIndicator
export DESIGN_NICKNAME = MTran_Lab3_Verilog_ParkIndicator
export VERILOG_FILES = /design/flow/design.v
export SDC_FILE = /design/flow/constraint.sdc
export NUM_CORES = 4
export LEC_CHECK = 1
export CORE_AREA = 10 10 70 70
export DIE_AREA = 0 0 80 80
==> design/flow/run.sh <==
#!/bin/bash
# OpenROAD 26Q1-2900-gdf79404cd8, Yosys 0.63+post, stock flow scripts
make -C /OpenROAD-flow-scripts/flow DESIGN_CONFIG=/design/flow/config.mk WORK_HOME=/design/flow/orfs finish
==> impl_metrics.ini <==
; generated from flow reports
[yosys]
topCellsByArea = ha_1 (25%), xor2_2 (8.2%), inv_1 (5.7%)
netlist.area_leader.share = 0.2516
ys_seq_share = 0
ys_cells = 70
yosysUniqueCellTypes = 31
syn-cell-area_sq_um = 596.8
yosysMostFrequentCell = ha_1
ys.warnings.count = 1
syn_area_per_cell_sq_um = 8.526
post-synth-top-area-cell = ha_1
synthesis.instances = 70
common_cells = ha_1 (12), inv_1 (9), nand2_1 (7), nor2_1 (6)
yosysChipArea_sq_um = 596.8

[cells_and_area]
drive_above_1_share = 0.5472
clock_buffers = 0
stdcell_count = 152
design_area_sq_um = 1131
seq_cells = 0
regArea_sq_um = 0
fillerInstances = 334
final-comb-area_sq_um = 704.4
final_util = 0.3311
syn_to_final_growth_pct = 89.52

[run]
tool_warnings = 40
drv_cap = 0

[floorplan]
dieWidth_microns = 80
core_sq_um = 3416
ios = 15
fp_util = 0.1747
rows = 21
dieArea_sq_um = 6400
die_y_microns = 80

[drt]
ant_nets = 0
post_drt_wl_per_cell_microns = 10.25
route.vias.total = 604
drc = 0
dr.pass1.iters = 4
vias_per_cell = 3.974
drt-initial-drc-count = 7
wirelength_microns = 1558
n_antenna_cell = 0

[grt]
grt_overflow_total = 0
grt_first_pass_wirelength_microns = 2732
antenna_found_initial = 0
grt_max_degree = 11
grt_usage = 0.04777
grt_pass1_vias = 670

[critical_path]
critPathRequiredTime_ns = 4.24
cp.arrival_ns = 4.22
worstSetupPathType = input pin to primary output
crit_slowest_cell = clkdlybuf4s50_1
max_stage_delay_ns = 0.46
crit_chain = buf_6, inv_2, ha_4, nand2b_4, and2_4, ha_1, nor2b_1, a31oi_1, inv_1, ha_4, nor2_2, a21oi_2, ha_4, mux2_4, inv_6, ha_4, buf_4, a22o_1, clkdlybuf4s50_1
cp-start-kind = input pin
path_common_cell = ha_4
crit_fanout = 4
end_kind = primary output

[timing]
hold_viol = 0
layout_setup_ws_ns = 0.01693
worst_pin_slew_ns = 0.4222
slew_headroom = 0.7176
rsz0062_at_grt = true
setup_viol = 0
period_needed_ns = 5.283
worst_hold_slack_ns = 2.922
finalSetupTns_ns = 0
fmax_mhz = 189.3
drv_slew = 0
finalCritPeriodShare = 0.9968

[placed_design]
place_inst = 145
gp_congestion = 0.8893
io_buffers = 15
hpwl_microns = 1122
dp_slack_ns = -0.7247
placed_cell_area_sq_um = 905.9

[hold_path]
holdPathStages = 4
min_to = LED[0]
hp-class = input pin to primary output
min_from = SW[1]

[power]
p_per_area_nw_per_um2 = 291.1
ir_worst_vdd_v = 0.00009688
p_leak_nw = 0.5072
p_total_mw = 0.3293

[status]
status = completed

[clock_tree]
ctsHoldBuffers = 0
[layout make-up]
| cell class | instances | share of cell area |
|---|---|---|
| repair buffers | 37 | 0.2920 |
| inverters | 9 | 0.03429 |
| well taps | 46 | 0.05089 |
| multi-input cells | 60 | 0.6228 |
[kinds of logic (layout without fill, tap and decap cells)]
kind of cell               after synthesis  after routing  synth area share
and+or+nand+nor                         24             24            0.2076
adders and majority gates               12             12            0.2516
xor gates and xnor gates                 9              9            0.2390
buffers and inverters                   10             46           0.07547
muxes                                    2              2           0.03564
AOI/OAI and AO/OA                       13             13            0.1908
[how the worst max path moves through the flow]
stage	startpoint	end	slack (ns)	cells after the start
after global routing	SW[0]	HEX[2]	-0.16	19
final	SW[0]	HEX[5]	0.02	19
after CTS	SW[1]	HEX[6]	0.002	19
[timing repair]
item	in CTS	in global routing
pin swaps	8	6
gates cloned	0	0
setup buffers	5	2
resized	41	18
setup endpoints to repair	7	7
[cell usage in the layout, fill, tap and decap left out, types with 3 or more instances in the layout]
master,instances
a22o_1,3
buf_4,17
buf_6,6
clkdlybuf4s50_1,7
ha_1,4
ha_4,8
inv_1,6
nand2_1,5
nor2_1,4
xor2_2,3
[critical path, delay by kind of cell]
kind / cells / cell delay [ns]
AOI/OAI and AO/OA: 3 / 0.49
adders and majority gates: 5 / 1.04
buffers and inverters: 6 / 0.86
muxes: 1 / 0.34
and+or+nand+nor: 4 / 0.42
[power by group]
part | total, mW | internal, mW | switching (mW)
logic | 0.329 | 0.190 | 0.140
registers | 0 | 0 | 0
clock network | 0 | 0 | 0
total | 0.329 | 0.190 | 0.140
[routing by layer]
layer	wire length, microns	global-route usage
met5	0	0
met4	0	0
met3	65	0.009091
met2	683	0.08668
met1	808	0.06008
