**run.sh**
```bash
#!/bin/bash
# OpenROAD 26Q1-2900-gdf79404cd8, Yosys 0.63+post, stock flow scripts
make -C /OpenROAD-flow-scripts/flow DESIGN_CONFIG=/design/flow/config.mk WORK_HOME=/design/flow/orfs finish
```
**config.mk**
```make
export PLATFORM = sky130hd
export DESIGN_NAME = MTran_Lab62_Verilog_HalfAdder
export DESIGN_NICKNAME = MTran_Lab62_Verilog_HalfAdder
export VERILOG_FILES = /design/flow/design.v
export SDC_FILE = /design/flow/constraint.sdc
export NUM_CORES = 4
export LEC_CHECK = 1
export CORE_AREA = 10 10 88 88
export DIE_AREA = 0 0 98 98
```
**constraint.sdc**
```tcl
current_design MTran_Lab62_Verilog_HalfAdder

set clk_period 2.0
set clk_io_pct 0.2

create_clock -name clk0 -period $clk_period

set non_clock_inputs [all_inputs -no_clocks]
set_input_delay [expr $clk_period * $clk_io_pct] -clock clk0 $non_clock_inputs
set_output_delay [expr $clk_period * $clk_io_pct] -clock clk0 [all_outputs]
```
**design.v**
```verilog
module MTran_Lab62_Verilog_HalfAdder(
    input mode,
    input [3:0] A,
    input [7:4] B,
    output reg [3:0] Sum,
    output reg [7:4] Carry,
    output reg [6:0] HEX1,
    output reg [6:0] HEX0
);
function [3:0] Sum_HalfAdder(input [3:0] a, input [3:0] b);
begin
    Sum_HalfAdder = a ^ b;
end
endfunction
function [3:0] Carry_HalfAdder(input [3:0] a, input [3:0] b);
begin
    Carry_HalfAdder = a & b;
end
endfunction
function [3:0] Difference_HalfSubtractor(input [3:0] a, input [3:0] b);
begin
    Difference_HalfSubtractor = a ^ b;
end
endfunction
function [3:0] Borrow_HalfSubtractor(input [3:0] a, input [3:0] b);
begin
    Borrow_HalfSubtractor = (~a) & b;
end
endfunction
function [6:0] SevenSegmentDisplay(input [3:0] Switch);
begin
    case (Switch)
        4'b0000: SevenSegmentDisplay = 7'b1000000;
        4'b0001: SevenSegmentDisplay = 7'b1111001;
        4'b0010: SevenSegmentDisplay = 7'b0100100;
        4'b0011: SevenSegmentDisplay = 7'b0110000;
        4'b0100: SevenSegmentDisplay = 7'b0011001;
        4'b0101: SevenSegmentDisplay = 7'b0010010;
        4'b0110: SevenSegmentDisplay = 7'b0000010;
        4'b0111: SevenSegmentDisplay = 7'b1111000;
        4'b1000: SevenSegmentDisplay = 7'b0000000;
        4'b1001: SevenSegmentDisplay = 7'b0010000;
        4'b1010: SevenSegmentDisplay = 7'b0001000;
        4'b1011: SevenSegmentDisplay = 7'b0000011;
        4'b1100: SevenSegmentDisplay = 7'b1000110;
        4'b1101: SevenSegmentDisplay = 7'b0100001;
        4'b1110: SevenSegmentDisplay = 7'b0000110;
        4'b1111: SevenSegmentDisplay = 7'b0001110;
        default: SevenSegmentDisplay = 7'b1111111;
    endcase
end
endfunction
always @(*) begin
    if (mode == 1'b0) begin
        Sum = Sum_HalfAdder(A, B);
        HEX0 = SevenSegmentDisplay(Sum_HalfAdder(A, B));
        Carry = Carry_HalfAdder(A, B);
        HEX1 = SevenSegmentDisplay(Carry_HalfAdder(A, B));
    end else if (mode == 1'b1) begin
        Sum = Difference_HalfSubtractor(A, B);
        HEX0 = SevenSegmentDisplay(Difference_HalfSubtractor(A, B));
        Carry = Borrow_HalfSubtractor(A, B);
        HEX1 = SevenSegmentDisplay(Borrow_HalfSubtractor(A, B));
    end
end
endmodule
```
==> Flow_metrics.wiki <==
== Implementation results ==
{| class="wikitable"
! Metric !! Value
|-
| Critical path start-end classification || in -> out
|-
| Post-Route WL || around 3800 um
|-
| Switch share || 0.4292
|-
| Count of vias placed by the detailed router || 1262
|-
| Share of the clock period used by the worst path after layout || 1.073
|-
| Setup WS post-layout || -0.1458 ns
|-
| Vias per cell || roughly 4.4
|-
| Setup violators final || 2
|-
| Most frequent cell on the critical path || ha_4
|-
| Sequential cell area || 0 um^2
|-
| Comb area || 0.001364 mm^2
|-
| Wire length of the first global-routing pass || ~6300 um
|-
| Hold buffer count at cts || 0
|-
| Detail Route Antenna Nets || 0
|-
| PnR Total Power || 543.7 uW
|-
| Final design utilization || 0.3808
|-
| Final non-filler cell total || between 200 and 300
|-
| Hold-critical path depth || 4
|-
| Total DRC errors in the routed layout || 0
|-
| Vias in the first global route || between 1000 and 1500
|-
| Critical Path Sink Type || primary output
|-
| Hold wc startpoint || A[1]
|-
| Summed instance area of the synthesized netlist || 0.001030 mm^2
|-
| Worst Hold Margin || 1.269 ns
|-
| Count of max-cap constraint violations || 0
|-
| Synth warnings || 1
|-
| Crit path max fanout || 3
|-
| Routability cong. || 0.8343
|-
| Fraction of final layout cells sized beyond drive strength 1 || 0.6698
|-
| Sw power || 233.4 uW
|-
| Post-synthesis sequential area ratio || 0
|-
| Clock network power share || 0
|-
| Share of power burned in combinational logic || 1.000
|-
| Die boundary width || between 90 and 100 um
|-
| Cell-internal power || 310.3 uW
|-
| Area overhead of the layout relative to synthesis || 119.0%
|-
| Number of iterations in the first detailed-routing pass || 4
|-
| Average instance area after synthesis || 7.516 um^2
|-
| Area of placed instances || 0.001685 mm^2
|-
| Sequential fraction of design power || 0
|-
| Die span in y || 98 um
|-
| Clock Buffer Count || 0
|-
| Worst Path Required || roughly 1.6 ns
|-
| Placed instance count || 272
|-
| Lkg Pwr || ~0.00096 uW
|-
| Worst Hold End || Carry[5]
|-
| Max Transition Viols Final || 0
|-
| Slew at the pin with the worst max-slew slack || 0.2905 ns
|-
| Category of the worst setup path launch point || input port
|-
| Chip area from the yosys synthesis statistics || 0.001030 mm^2
|-
| Number of buffer cells added on primary ports || 31
|-
| Number of placement rows || 28
|-
| Final Hold Violation Tally || 0
|-
| Delay of the slowest cell on the worst path || 0.30 ns
|-
| Worst path slowest cell || or3_1
|-
| Count of inserted antenna diode cells || 0
|-
| OpenROAD warning count || 59
|-
| Die Size || approximately 0.0096 mm^2
|-
| Failing checks || setup timing
|-
| Power density over the cells || about 240 mW/mm^2
|-
| Ports || 31
|-
| Distinct cell type count after synthesis || 35
|-
| Filler cell count || 538
|-
| Init Core Util || 0.1739
|-
| Routed wirelength normalized by instance count || 13.20 um
|-
| HPWL after detailed placement || between 2000 and 3000 um
|-
| FMAX || 0.4660 GHz
|-
| Final instance area || 0.002255 mm^2
|-
| Antenna violations before repair || 0
|-
| Total congestion overflow after global routing || 0
|-
| Period minus WS final || 2.146 ns
|-
| Largest net degree at the start of global routing || 10
|-
| Relative slew slack || 0.8060
|-
| Core Footprint || 0.005921 mm^2
|-
| Sequential cell count || 0
|-
| Outcome || complete, but fails checks
|-
| Count of routing violations after the opening detailed-route iteration || 34
|-
| Post-synthesis cell count from yosys || 137
|-
| Maximum vdd drop || 156.5 uV
|-
| CP Data Arrival Time || 1.75 ns
|-
| Aggregate global-route resource usage || 0.07456
|-
| Unrepaired setup endpoints after global routing || true
|-
| Cells along the critical path || buf_8 > inv_4 > ha_4 > buf_6 > ha_4 > mux2_4 > o2bb2ai_2 > or3_1 > buf_2
|-
| Post-synthesis instance total || 137
|-
| Hold Crit Class || in -> out
|}
## worst max-delay path: cells and delay by family
family | cells | cell delay, ns
AOI/OAI and AO/OA | 1 | 0.11
and+or+nand+nor | 1 | 0.30
buffers and inverters | 4 | 0.35
adders and majority gates | 2 | 0.32
muxes | 1 | 0.26
## layout make-up
type	count	area share
inverters	14	0.03330
multi-input cells	115	0.6049
well taps	75	0.04162
repair buffers	86	0.3202
## logic make-up after synthesis
group,synth area share
AOI/OAI and AO/OA,0.2527
adders and majority gates,0.3888
muxes,0.09477
and+or+nand+nor,0.1725
buffers and inverters,0.09113
## worst max-delay path by stage
stage | slack [ns] | cells after the start | to | start
final | -0.15 | 9 | HEX1[3] | A[0]
after global routing | -0.17 | 9 | HEX1[3] | A[0]
after CTS | -0.21 | 9 | HEX1[3] | A[0]
## cells in the mapped netlist
master / number / area (um^2)
ha_1: 32 / 400.4
nand2_1: 15 / 56.30
inv_1: 14 / 52.55
buf_2: 6 / 30.03
mux2i_1: 6 / 60.06
nor2b_1: 6 / 37.54
a21oi_1: 5 / 25.02
nand2b_1: 5 / 31.28
nor2_1: 5 / 18.77
a211oi_1: 4 / 30.03
o21ai_0: 4 / 20.02
o22ai_1: 4 / 25.02
a31oi_1: 3 / 18.77
o211ai_1: 3 / 22.52
o21ai_1: 3 / 15.01
mux2_1: 2 / 22.52
nand3_1: 2 / 10.01
a21boi_0: 1 / 7.510
a21boi_1: 1 / 7.510
a221o_1: 1 / 10.01
a22oi_1: 1 / 7.510
a311oi_1: 1 / 8.760
a32o_1: 1 / 10.01
a32oi_1: 1 / 8.760
buf_4: 1 / 7.510
clkbuf_1: 1 / 3.750
mux2_4: 1 / 15.01
nand3b_1: 1 / 7.510
nor4bb_1: 1 / 10.01
o2bb2ai_1: 1 / 8.760
o31a_1: 1 / 8.760
o31ai_1: 1 / 7.510
o32a_1: 1 / 10.01
o32ai_1: 1 / 8.760
or3_1: 1 / 6.260
## cells in the final DEF (no fill, tap or decap), types with 4 or more instances in the layout
cell type        instances
mux2i_1                  4
buf_2                    9
clkbuf_2                 4
ha_1                     7
buf_6                   11
nor2_1                   4
o22ai_1                  4
ha_2                     5
o21ai_1                  4
nand2_1                 11
buf_8                    5
buf_4                   45
clkdlybuf4s50_1          5
nand2_2                  4
inv_4                    9
ha_4                    20
## through the flow
step / TNS [ns] / setup WS, ns
2_1_floorplan: 0 / 0.0005308
3_3_place_gp: -16.03 / -0.9904
3_5_place_dp: -15.99 / -1.002
4_1_cts: -0.3426 / -0.2068
5_1_grt: -0.3831 / -0.1734
6_report: -0.1791 / -0.1458
## routing by layer
metal	up-vias	GRT usage	share of wire
met5	-	0	0
met4	0	0	0
met3	0	0.01778	0.068
met2	25	0.1264	0.45
met1	595	0.09908	0.48
li1	642	-	-
## power by group through the flow
stage         registers (uW)  logic [uW]  clock network, uW
CTS                        0         497                  0
finish                     0         544                  0
global route               0         597                  0
## repair_timing
item,in CTS,in global routing
endpoints found under the setup margin,22,16
gates resized,168,38
cloned,0,0
setup buffers,16,3
endpoints found under the hold margin,0,0
pin swaps,26,17
Power is estimated from default activity; no workload was simulated.
