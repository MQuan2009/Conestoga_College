$ cat /design/flow/design.v
module MTran_Lab5_Verilog_OctalDecoder (
	input EN,
	input [2:0] SW,
	input [1:0] mode,
	output reg [7:0] LED,
	output reg [6:0] HEX
);
reg [7:0] LED_output;
function [7:0] Decoder3to8_NormalMode;
input [2:0] Switch;
begin
	case (Switch)
	3'd0: Decoder3to8_NormalMode = 8'b00000001;
	3'd1: Decoder3to8_NormalMode = 8'b00000010;
	3'd2: Decoder3to8_NormalMode = 8'b00000100;
	3'd3: Decoder3to8_NormalMode = 8'b00001000;
	3'd4: Decoder3to8_NormalMode = 8'b00010000;
	3'd5: Decoder3to8_NormalMode = 8'b00100000;
	3'd6: Decoder3to8_NormalMode = 8'b01000000;
	3'd7: Decoder3to8_NormalMode = 8'b10000000;
	default: Decoder3to8_NormalMode = 8'b00000000;
	endcase
end
endfunction
function [7:0] Decoder3to8_MultilineMode;
input [2:0] Switch;
begin
	case (Switch)
	3'd0: Decoder3to8_MultilineMode = 8'b00000001;
	3'd1: Decoder3to8_MultilineMode = 8'b00000011;
	3'd2: Decoder3to8_MultilineMode = 8'b00000111;
	3'd3: Decoder3to8_MultilineMode = 8'b00001111;
	3'd4: Decoder3to8_MultilineMode = 8'b00011111;
	3'd5: Decoder3to8_MultilineMode = 8'b00111111;
	3'd6: Decoder3to8_MultilineMode = 8'b01111111;
	3'd7: Decoder3to8_MultilineMode = 8'b11111111;
	default: Decoder3to8_MultilineMode = 8'b00000000;
	endcase
end
endfunction
function [6:0] SevenSegmentDisplay;
input [2:0] Switch;
begin
	case (Switch)
	3'd0: SevenSegmentDisplay = 7'b1000000;
	3'd1: SevenSegmentDisplay = 7'b1111001;
	3'd2: SevenSegmentDisplay = 7'b0100100;
	3'd3: SevenSegmentDisplay = 7'b0110000;
	3'd4: SevenSegmentDisplay = 7'b0011001;
	3'd5: SevenSegmentDisplay = 7'b0010010;
	3'd6: SevenSegmentDisplay = 7'b0000010;
	3'd7: SevenSegmentDisplay = 7'b1111000;
	default: SevenSegmentDisplay = 7'b1111111;
	endcase
end
endfunction
always @(SW,EN,mode) 
begin
	if (EN)
		begin
			case (mode)
			2'b00:
				begin
					LED = Decoder3to8_NormalMode(SW);
					HEX = SevenSegmentDisplay(SW);
				end
			2'b01:
				begin
					LED_output = Decoder3to8_NormalMode(SW);
					HEX = SevenSegmentDisplay(SW);
					LED = ~LED_output;
				end
			2'b10:
				begin
					LED = Decoder3to8_MultilineMode(SW);
					HEX = SevenSegmentDisplay(SW);
				end
			2'b11:
				begin
					LED_output = Decoder3to8_MultilineMode(SW);
					HEX = SevenSegmentDisplay(SW);
					LED = ~LED_output;
				end
			endcase
		end 
	else 
	begin
		LED = 8'b00000000;
		HEX = 7'b1111111;
	end
end
endmodule
$ cat /design/flow/run.sh
#!/bin/bash
# OpenROAD 26Q1-2900-gdf79404cd8, Yosys 0.63+post, stock flow scripts
make -C /OpenROAD-flow-scripts/flow DESIGN_CONFIG=/design/flow/config.mk WORK_HOME=/design/flow/orfs finish
$ cat /design/flow/config.mk
export PLATFORM = sky130hd
export DESIGN_NAME = MTran_Lab5_Verilog_OctalDecoder
export DESIGN_NICKNAME = MTran_Lab5_Verilog_OctalDecoder
export VERILOG_FILES = /design/flow/design.v
export SDC_FILE = /design/flow/constraint.sdc
export NUM_CORES = 4
export LEC_CHECK = 1
export CORE_AREA = 10 10 70 70
export DIE_AREA = 0 0 80 80
$ cat /design/flow/constraint.sdc
current_design MTran_Lab5_Verilog_OctalDecoder

set clk_period 1.9
set clk_io_pct 0.2

create_clock -name clk0 -period $clk_period

set non_clock_inputs [all_inputs -no_clocks]
set_input_delay [expr $clk_period * $clk_io_pct] -clock clk0 $non_clock_inputs
set_output_delay [expr $clk_period * $clk_io_pct] -clock clk0 [all_outputs]
==> run summary <==
The layout was made with Yosys and OpenROAD.

The run finished with clean final reports. For reference, the final report shows the max-slew violation count at 0. For this run, the script counts the antenna cells in the layout as 0.

The final hold violation count recorded for this run is 0. In this run the horizontal extent of the chip is 80 um. The finished layout holds 128 standard cells, fillers aside. The critical path launch point type is a primary input. The leakage power in the latest report is 0.360 nW. The last element of the critical path is HEX[3]. Per the cell usage report, the commonest logic cells after layout are 10 x nand2_1, 8 x buf_4, 7 x dlygate4sd2_1. Per the layout area report, the register area comes to 0 um^2. The number of vias after detailed routing is 451. The actual transition at the worst max-transition pin is about 0.19 ns.

The total setup violations reported at the end of the flow is 0. Timing would allow up to 539 MHz. The total iterations of the first detailed-routing run is 3. The number of global-route vias before repair is between 400 and 500. The floorplan report gives the top-level pin count as 21.

The type of the tightest min-delay check is in2out. The post-layout period usage of the worst path is a little over nine tenths. STA puts the critical path data required time at 1.52 ns.

The most used logic cell in the final layout is nand2_1. The floorplan-stage core utilization is between 10% and 20%. The tally of yosys warning messages is 1. The global-route total usage across every layer is 3.97%. The worst hold margin is 1.28 ns.

The launch point of the worst path is SW[0]. In the Yosys stats the netlist draws on 24 distinct library cells. At the end of routability-driven placement, the weighted congestion stood at 0.871. The critical path class is in2out. The first routing iteration left 8 violations. The number of standard cells after synthesis is 55.

After synthesis, the chip area reported by Yosys is ~380 um^2. Setup repair after global routing could not meet its margin everywhere. The met2 track demand over resource is roughly 7.0%. The script logs the mean routed wire length per placed instance as 10.2 um.

The total of max-cap violations is 0. The pin count of the biggest net entering global routing is 13. The residual overflow from global routing is 0. Row generation in the floorplan step produced 21 rows. The die height is 80 um. In this run, placement finished with an instance count of 128. The highest net fanout along the worst path is 4. The minimum clock period is 1.85 ns.

In the Yosys report the total cell count is 55. The arrival time reported for the critical path endpoint is between 1 and 1.5 ns. Counting the clock-network buffers in the layout gives 0. The initial antenna violation count is 0.

After synthesis, flip-flops and latches occupy 0% of the total area. Of the cells placed in the final design, the portion with a size suffix greater than 1 is a little over a third. In this run the standard cell core region covers 3420 um^2. The tally of buffers added on design ports is 21. The chip occupies 6400 um^2. The number of remaining DRC errors is 0. Per the detail_route report, vias per standard cell equal approximately 3.5.

The worst relative slew slack is 87.2%. The routing layer with the top usage in global route is met2. Summing over the stages, the warning tally comes to 38.

The global-route wire length before repair is 2.10 mm. After synthesis the cells add up to 382 um^2. The ratio of total power to cell area is 193 nW/um^2. Across the VDD grid, the largest voltage drop is 53.1 uV. Routing resource usage on met3 recorded by global route was just over 1%. After detailed routing, the total wire length is 1.31 mm. The HPWL after detailed placement is 1.14 mm. The met1 track demand over resource in global routing is 5.01%. The area added between synthesis and finish is 99.3%. The capturing element type of the critical path is an output pin. The count of nets left with antenna violations once routing finished came out at 0. In this run the mean area of a mapped cell was just under 7 um^2.

There are 0 flip-flops and latches.
==> through the flow <==
stage                     cell area [um^2]  setup TNS [ns]  utilization (%)  setup WS, ns  total power, mW
final                                  761               0             22.3        0.0453            0.147
after global placement                 694           -8.17             20.3        -0.726            0.146
after CTS                              736         -0.0218             21.5       -0.0218            0.149
after floorplan                        382               0                -         0.330           0.0608
after global routing                   761         -0.0469             22.3       -0.0125            0.165
after detailed placement               694           -8.40             20.3        -0.751            0.147
==> layer usage <==
layer,vias to the layer above,share of wire [%]
li1,239,-
met1,201,47
met2,11,47
met3,0,6.2
met4,0,0
met5,-,0
==> layout make-up <==
cell class         count  area [um^2]
multi-input cells     47          418
well taps             46         57.6
repair buffers        31          268
inverters              4         17.5
fillers              384         2660
==> cells in the mapped netlist (2+ instances only) <==
cell type | number | area (um^2)
nand2b_1 | 3 | 18.8
inv_1 | 4 | 15.0
xnor2_1 | 2 | 17.5
buf_4 | 2 | 15.0
nand2_1 | 10 | 37.5
o21ai_0 | 4 | 20.0
mux2i_1 | 6 | 60.1
nand3_1 | 2 | 10.0
nor2_1 | 2 | 7.51
ha_1 | 5 | 62.6
and2_1 | 2 | 12.5
==> worst min-delay path by stage <==
stage	end	depth (start not counted)	from
6_report	HEX[5]	4	SW[2]
5_1_grt	HEX[5]	4	SW[2]
4_1_cts	LED[6]	4	SW[2]
==> report_power, final <==
part / internal, mW / total (mW) / switching [mW]
clock network: 0 / 0 / 0
logic: 0.0870 / 0.147 / 0.0602
registers: 0 / 0 / 0
==> what timing repair did <==
item	4_1_cts	5_1_grt
resized	51	9
setup endpoints to repair	15	11
pin swaps	2	3
hold buffers	0	0
setup buffers	0	0
==> critical path, cell delays in order <==
cell and delay (ns):
buf_2 0.11, buf_4 0.15, ha_4 0.17, buf_4 0.13
nand2b_4 0.06, nand3_1 0.07, clkdlybuf4s50_1 0.40
==> cells by family (layout without fill, tap and decap cells) <==
family          after synthesis  after routing  share of synthesized area [%]
simple gates                 23             23                           31.2
compound gates               10             10                           16.4
buf+inv                       8             35                           11.8
mux                           7              7                           19.7
fa+ha+maj                     5              5                           16.4
xor+xnor                      2              2                           4.59
Power and IR drop assume default switching activity.
